`./config.mk`:
```
export PLATFORM = sky130hd
export DESIGN_NAME = uart
export DESIGN_NICKNAME = uart
export VERILOG_FILES = /design/flow/design.v
export SDC_FILE = /design/flow/constraint.sdc
export NUM_CORES = 4
export LEC_CHECK = 1
export CORE_UTILIZATION = 50
```
`./constraint.sdc`:
```
current_design uart

set clk_period 6.1
set clk_io_pct 0.2

create_clock -name clk0 -period $clk_period [get_ports {clk}]

set non_clock_inputs [all_inputs -no_clocks]
set_input_delay [expr $clk_period * $clk_io_pct] -clock clk0 $non_clock_inputs
set_output_delay [expr $clk_period * $clk_io_pct] -clock clk0 [all_outputs]
```
`./design.v`:
```
`timescale 1ns / 1ps
module timer_input
    #(parameter BITS=11)(
    input clk,
    input reset_n,
    input enable,
    input [BITS-1:0] FINAL_VALUE,
    output reg [BITS-1:0] Q_reg,
    output done
    );
    reg [BITS-1:0] Q_next;
    always @(posedge clk, negedge reset_n)
    begin
        if (~reset_n)
            Q_reg<=1'b0;
        else if(enable)
            Q_reg<=Q_next;
        else
            Q_reg<=Q_reg;
    end
    assign done=Q_reg==FINAL_VALUE;
    always @(*)
        begin
         Q_next=done?1'b0:Q_reg+1;
        end
endmodule
`timescale 1ns / 1ps
module uart
    #(parameter DBIT=8,   
                SB_TICK=16, 
                FINAL_VALUE=650) 
    (
        input clk, reset_n,
        input rx, tx_start,
        input [DBIT-1:0] tx_din,
        output tx, rx_done_tick,
        output [DBIT-1:0] rx_dout,
        output tx_done_tick
    );
    wire s_tick;
    wire baud_done;
    timer_input #(.BITS(11)) baud_gen(
        .clk(clk),
        .reset_n(reset_n),
        .enable(1'b1),
        .FINAL_VALUE(FINAL_VALUE),
        .Q_reg(), 
        .done(baud_done)
    );
    assign s_tick=baud_done; 
    uart_rx #(.DBIT(DBIT), .SB_TICK(SB_TICK)) rx_inst(
        .clk(clk),
        .reset_n(reset_n),
        .rx(rx),
        .s_tick(s_tick),
        .rx_done_tick(rx_done_tick),
        .rx_dout(rx_dout)
    );
    uart_tx #(.DBIT(DBIT), .SB_TICK(SB_TICK)) tx_inst(
        .clk(clk),
        .reset_n(reset_n),
        .tx_start(tx_start),
        .s_tick(s_tick),
        .tx_din(tx_din),
        .tx_done_tick(tx_done_tick),
        .tx_reg(), 
        .tx(tx),
        .state_out() 
    );
endmodule
`timescale 1ns / 1ps
module uart_rx
    #(parameter DBIT=8,    
                SB_TICK=16 
    )
    (
        input clk,reset_n,
        input rx,s_tick,
        output reg rx_done_tick,
        output [DBIT-1:0]rx_dout
    );
    localparam  idle=0,start=1,
                data=2,stop=3;
    reg [1:0] state_reg,state_next;
    reg [3:0] s_reg,s_next;               
    reg [$clog2(DBIT)-1:0]n_reg,n_next;
    reg [DBIT-1:0] b_reg,b_next;         
    always @(posedge clk or negedge reset_n)
    begin
        if(~reset_n)
        begin
            state_reg<=idle;
            s_reg<=0;
            n_reg<=0;
            b_reg<=0;
        end
        else
        begin
            state_reg<=state_next;
            s_reg<=s_next;
            n_reg<=n_next;
            b_reg<=b_next;
        end
    end
    always @(*)
    begin
        state_next=state_reg;
        s_next=s_reg;
        n_next=n_reg;
        b_next=b_reg;
        rx_done_tick=1'b0;
        case(state_reg)
            idle:                
                if(~rx)
                begin
                    s_next=0;
                    state_next=start;                        
                end 
            start:                
                if(s_tick)
                    if(s_reg==7)
                    begin
                        s_next=0;
                        n_next=0;
                        state_next=data;
                    end
                    else                        
                        s_next=s_reg+1;
            data:
                if(s_tick)
                    if(s_reg==15)
                    begin
                        s_next=0;
                        b_next={rx, b_reg[DBIT-1:1]};  
                            if (n_reg==(DBIT-1))
                                state_next=stop;
                            else
                                n_next=n_reg+1;
                    end
                    else
                        s_next=s_reg+1;
            stop:
                if(s_tick)
                    if(s_reg==(SB_TICK-1))
                    begin
                        rx_done_tick=1'b1;
                        state_next=idle;
                    end
                    else
                        s_next=s_reg+1;
            default:
                state_next=idle;
        endcase
    end
    assign rx_dout=b_reg;
endmodule
module uart_tx
    #(parameter DBIT=8,    
                SB_TICK=16 
    )
    (
        input clk, reset_n,
        input tx_start,s_tick,        
        input [DBIT-1:0]tx_din,
        output reg [3:0]s_reg,
        output reg [DBIT-1:0]b_next,
        output reg tx_done_tick,
        output reg tx_reg,
        output tx,
        output reg [1:0]state_out    
    );
    localparam  idle=0, start=1,
                data=2, stop=3;
    reg [1:0] state_reg,state_next;
    reg [3:0]s_next;                
    reg [$clog2(DBIT)-1:0] n_reg,n_next; 
    reg [DBIT-1:0]b_reg;         
    reg tx_next;                    
    always @(posedge clk or negedge reset_n)
    begin
        if(~reset_n)
        begin
            state_reg<=idle;
            s_reg<=0;
            n_reg<=0;
            b_reg<=0;
            tx_reg<=1'b1;  
        end
        else
        begin
            state_reg<=state_next;
            s_reg<=s_next;
            n_reg<=n_next;
            b_reg<=b_next;
            tx_reg<=tx_next;
        end
    end
    always @(*)
    begin
        state_next=state_reg;
        s_next=s_reg;
        n_next=n_reg;
        b_next=b_reg;
        tx_done_tick=1'b0;
        case (state_reg)
            idle:   
            begin    
                tx_next=1'b1;      
                if (tx_start)
                begin
                    s_next=0;
                    b_next=tx_din;    
                    state_next=start; 
                end
            end  
            start:    
            begin
                tx_next=1'b0;           
                if (s_tick)
                    if (s_reg==15) 
                    begin
                        s_next=0;
                        n_next=0;
                        state_next=data;  
                    end
                    else
                        s_next=s_reg+1;
            end  
            data:
            begin
                tx_next=b_reg[0];  
                if (s_tick)
                    if (s_reg==15)
                    begin
                        s_next=0;
                        b_next={1'b0, b_reg[DBIT-1:1]}; 
                        if (n_reg==(DBIT-1))
                            state_next=stop;  
                        else
                            n_next=n_reg+1;
                    end
                    else
                        s_next=s_reg+1;
            end
            stop:
            begin
                tx_next=1'b1;  
                if (s_tick)
                    if (s_reg==(SB_TICK-1))
                    begin
                        tx_done_tick=1'b1; 
                        state_next=idle;   
                    end
                    else
                        s_next=s_reg+1;
            end
            default:
                state_next=idle;
        endcase
    end
    assign tx=tx_reg;
    always @(*)
    begin
        state_out=state_reg;
    end
endmodule
```
`./run.sh`:
```
#!/bin/bash
# OpenROAD 26Q1-2900-gdf79404cd8, Yosys 0.63+post, stock flow scripts
make -C /OpenROAD-flow-scripts/flow DESIGN_CONFIG=/design/flow/config.mk WORK_HOME=/design/flow/orfs finish
```
==> impl_metrics.csv <==
group,metric,value,unit
power,p_seq_share,59.6,%
layout,largest_reg_flops,11,
clocking,cts_setup_buffers,0,
layout,fill_cells,438,
floorplan,core,5110,sq um
clocking,cts_buffer_depth,2,
synth,largest_area_cell,"dfrtp_1",
worst_setup_path,worst_ep_arrival_time,2.73,ns
synth,ys_seq_share,47.4,%
synth,synthCells,254,
worst_setup_path,crit_type,"register to output port",
grt,grt_pass1_vias,1717,
placed_design,detailed_place_hpwl,3.24,mm
power,p_clk_share,34.2,%
sta,setup_violations,0,
worst_hold_path,hold_end,"baud_gen.Q_reg[10]",
floorplan,fp-utilization,51.8,%
worst_setup_path,r2r_slack,3.37,ns
synth,syn_area,2650,sq um
sta,holdWs,0.492,ns
clocking,post_cts_resized,0,
worst_setup_path,r2r-start,"baud_gen.Q_reg[0]",
grt,grt_max_degree,51,
placed_design,place_inst,339,
power,ir_drop,0.137,mV
power,p_total,0.000582,W
placed_design,gp_routability_congestion,0.830,
grt,grt_overflow_total,0,
power,powerDensity,193,nW/um^2
synth,synthArstFlopShare,100,%
power,switching_share,22.4,%
worst_hold_path,min_path_type,"register to register",
clocking,cts_sinks,50,
floorplan,die_w,74.7,microns
sta,slew_violations,0,
floorplan,die_h,74.7,microns
synth,synth_cell_types,49,
sta,fin_setup_tns,0,ns
clocking,cts_tree,"built",
synth,yosys_area,2650,sq um
synth,flop_cell,"dfrtp_1",
clocking,cts_made_buffers,5,
clocking,hold_buffers,0,
run,drv_cap,0,
route,routedWlPerCell,13.7,microns
run,warnings,27,
synth,top_cells_by_area,"dfrtp_1 44%, mux2_4 4.5%, mux2i_1 4.2%, ha_1 3.8%, nand2_1 3.4%",
worst_hold_path,holdPathStages,1,
worst_hold_path,hp-start,"baud_gen.Q_reg[10]",
worst_setup_path,slowest_delay,0.72,ns
route,drc,0,
route,diodes,0,
power,combPwrFrac,6.2,%
synth,synth_area_per_cell,10.4,sq um
floorplan,ioPinCount,23,
power,power.net_switching,0.000130,W
worst_setup_path,critPathLaunchType,"register",
synth,top_area_share,44.5,%
sta,period_used_share,64.7,%
route,wirelength,4.75,mm
placed_design,numPortBuffers,22,
grt,grt_usage,18.8,%
clocking,insertion_delay,0.30,ns
sta,rsz0062_at_grt,"no",
run_status,status,"finished, final reports clean",
clocking,clkTransAtPathRegs,0.09,ns
sta,finalClockSkew,0.00893,ns
layout,syn2layout_area_growth,13.9,%
layout,final-instance-count-excl-fill,347,
power,cellLeakagePower,1.32,nW
worst_setup_path,r2r-end,"tx_inst.n_reg[0]",
grt,antenna_found_initial,0,
worst_setup_path,r2r_cells,6,
synth,yosys-stat-cells,254,
worst_setup_path,crit_chain,"inv_1 > ha_1 > nor4bb_1 > nand4_1 > nor2_1 > clkdlybuf4s50_1",
route,firstDrtPassIters,4,
layout,drive_above_1_share,10.5,%
sta,max_freq,0.253,GHz
synth,edf_count,0,
route,vias,1916,
sta,period_needed,3.95,ns
clocking,h-tree-depth,2,
layout,fin_util,59.0,%
floorplan,fp.dieArea,5580,sq um
grt,grt_pass1_wl,7.91,mm
synth,synth_flops,50,
power,p_int,0.000452,W
route,ant_nets,0,
route,drt_iter0_markers,65,
floorplan,std_cell_rows,26,
sta,worst_pin_slew,0.882,ns
sta,hold_violations,0,
route,drt-vias-per-instance,5.52,
worst_setup_path,crit_fanout,6,
worst_setup_path,slowest_stage,"nor4bb_1",
clocking,cts_root_buf,"clkbuf_8",
sta,slew_headroom,40.4,%
worst_setup_path,worst_setup_path_end_kind,"output port",
worst_setup_path,required,4.88,ns
synth,yosys_warnings,4,
-- power by group through the flow --
stage | clock network, W | logic, W | registers, W
CTS | 0.000206 | 0.0000373 | 0.000347
global route | 0.000219 | 0.0000406 | 0.000348
finish | 0.000199 | 0.0000362 | 0.000347
-- placed cells by master, fill, tap and decap left out, types with 3 or more instances in the layout --
| master | Yosys | final |
|---|---|---|
| dfrtp_1 | 47 | 47 |
| nand2_1 | 24 | 24 |
| clkdlybuf4s50_1 | 0 | 21 |
| nor2_1 | 17 | 17 |
| o21ai_0 | 12 | 12 |
| mux2i_1 | 11 | 11 |
| nand3_1 | 10 | 10 |
| nor2b_1 | 9 | 9 |
| inv_1 | 9 | 9 |
| nand4_1 | 8 | 8 |
| mux2_4 | 8 | 8 |
| ha_1 | 8 | 8 |
| a22o_1 | 7 | 7 |
| or3_1 | 7 | 7 |
| nor3_1 | 6 | 6 |
| xnor2_1 | 6 | 6 |
| o211ai_1 | 6 | 6 |
| clkbuf_8 | 0 | 6 |
| mux2_2 | 4 | 4 |
| xor2_1 | 3 | 3 |
| o31ai_1 | 3 | 3 |
| nand2b_1 | 3 | 3 |
| a21o_1 | 3 | 3 |
| dfstp_2 | 3 | 3 |
-- critical path: cells and delay by family (launching register included) --
family	cells	cell delay, ns
AND/OR/NAND/NOR	3	1.29
buffers and inverters	2	0.54
flip-flops	1	0.43
adder cells (fa/ha/maj)	1	0.16
-- synth_stat cells (7+ instances only) --
master,number
a22o_1,7
clkbuf_1,7
dfrtp_1,47
ha_1,8
inv_1,9
mux2_4,8
mux2i_1,11
nand2_1,24
nand3_1,10
nand4_1,8
nor2_1,17
nor2b_1,9
o21ai_0,12
or3_1,7
-- cell type report --
class                   count  area, sq um  area share [%]
clock buffers               7         86.3            2.87
repair buffers             24          230            7.64
multi-input cells         186         1320            43.6
inverters                   9         33.8            1.12
flip-flops and latches     50         1250            41.7
clock inverters             1         5.00           0.166
well taps                  70         87.6            2.91
-- worst max path at each step --
stage,from,end
final,baud_gen.Q_reg[0],rx_done_tick
after CTS,baud_gen.Q_reg[0],rx_done_tick
after global routing,baud_gen.Q_reg[0],rx_done_tick
-- cells by family (layout without fill, tap and decap cells) --
logic type / count (synthesis) / count (layout) / synth area share, %
multiplexers: 23 / 23 / 10.4
XOR/XNOR: 9 / 9 / 2.98
flip-flops: 50 / 50 / 47.4
adder cells (fa/ha/maj): 8 / 8 / 3.78
AND/OR/NAND/NOR: 103 / 103 / 21.1
buffers and inverters: 18 / 41 / 2.84
AND-OR/OR-AND: 43 / 43 / 11.5
-- routing by layer --
layer	GRT usage [%]	vias up	part of all wire, %
met5	0	-	0
met4	1.68	0	1.1
met3	2.99	5	3.3
met2	28.8	32	44
met1	30.8	911	51
li1	-	968	-
-- metrics by stage --
stage               setup slack [ns]  instance area (sq um)
finish                          2.15                   3010
global route                    1.81                   3010
floorplan                       3.33                   2650
CTS                             2.12                   3010
global placement                2.51                   2920
detailed placement              2.47                   2920
No activity file was given, so power comes from the tool's default toggle rates.
