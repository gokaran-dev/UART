$ cat ./config.mk
export PLATFORM = sky130hd
export DESIGN_NAME = uart_rx_board
export DESIGN_NICKNAME = uart_rx_board
export VERILOG_FILES = /design/flow/design.v
export SDC_FILE = /design/flow/constraint.sdc
export NUM_CORES = 4
export LEC_CHECK = 1
export CORE_AREA = 10 10 109 109
export DIE_AREA = 0 0 119 119
$ cat ./constraint.sdc
current_design uart_rx_board

set clk_period 5.1
set clk_io_pct 0.2

create_clock -name clk0 -period $clk_period [get_ports {clk}]

set non_clock_inputs [all_inputs -no_clocks]
set_input_delay [expr $clk_period * $clk_io_pct] -clock clk0 $non_clock_inputs
set_output_delay [expr $clk_period * $clk_io_pct] -clock clk0 [all_outputs]
$ cat ./design.v
`timescale 1ns / 1ps
module timer_input
    #(parameter BITS=11)(
    input clk,
    input reset_n,
    input enable,
    input [BITS-1:0] FINAL_VALUE,
    output reg [BITS-1:0] Q_reg,
    output done
    );
    reg [BITS-1:0] Q_next;
    always @(posedge clk, negedge reset_n)
    begin
        if (~reset_n)
            Q_reg<=1'b0;
        else if(enable)
            Q_reg<=Q_next;
        else
            Q_reg<=Q_reg;
    end
    assign done=Q_reg==FINAL_VALUE;
    always @(*)
        begin
         Q_next=done?1'b0:Q_reg+1;
        end
endmodule
`timescale 1ns / 1ps
module uart_rx
    #(parameter DBIT=8,    
                SB_TICK=16 
    )
    (
        input clk,reset_n,
        input rx,s_tick,
        output reg rx_done_tick,
        output [DBIT-1:0]rx_dout
    );
    localparam  idle=0,start=1,
                data=2,stop=3;
    reg [1:0] state_reg,state_next;
    reg [3:0] s_reg,s_next;               
    reg [$clog2(DBIT)-1:0]n_reg,n_next;
    reg [DBIT-1:0] b_reg,b_next;         
    always @(posedge clk or negedge reset_n)
    begin
        if(~reset_n)
        begin
            state_reg<=idle;
            s_reg<=0;
            n_reg<=0;
            b_reg<=0;
        end
        else
        begin
            state_reg<=state_next;
            s_reg<=s_next;
            n_reg<=n_next;
            b_reg<=b_next;
        end
    end
    always @(*)
    begin
        state_next=state_reg;
        s_next=s_reg;
        n_next=n_reg;
        b_next=b_reg;
        rx_done_tick=1'b0;
        case(state_reg)
            idle:                
                if(~rx)
                begin
                    s_next=0;
                    state_next=start;                        
                end 
            start:                
                if(s_tick)
                    if(s_reg==7)
                    begin
                        s_next=0;
                        n_next=0;
                        state_next=data;
                    end
                    else                        
                        s_next=s_reg+1;
            data:
                if(s_tick)
                    if(s_reg==15)
                    begin
                        s_next=0;
                        b_next={rx, b_reg[DBIT-1:1]};  
                            if (n_reg==(DBIT-1))
                                state_next=stop;
                            else
                                n_next=n_reg+1;
                    end
                    else
                        s_next=s_reg+1;
            stop:
                if(s_tick)
                    if(s_reg==(SB_TICK-1))
                    begin
                        rx_done_tick=1'b1;
                        state_next=idle;
                    end
                    else
                        s_next=s_reg+1;
            default:
                state_next=idle;
        endcase
    end
    assign rx_dout=b_reg;
endmodule
`timescale 1ns / 1ps
module uart_rx_board
    #(parameter DBIT=8,   
                SB_TICK=16, 
                FINAL_VALUE=650) 
    (
        input clk, reset_n,
        input rx,
        output rx_done_tick,
        output [DBIT-1:0] rx_dout
    );
    wire s_tick;
    wire baud_done;
    timer_input #(.BITS(11)) baud_gen(
        .clk(clk),
        .reset_n(reset_n),
        .enable(1'b1),
        .FINAL_VALUE(FINAL_VALUE),
        .Q_reg(),
        .done(baud_done)
    );
    assign s_tick=baud_done; 
    uart_rx #(.DBIT(DBIT), .SB_TICK(SB_TICK)) rx_inst(
        .clk(clk),
        .reset_n(reset_n),
        .rx(rx),
        .s_tick(s_tick),
        .rx_done_tick(rx_done_tick),
        .rx_dout(rx_dout)
    );
endmodule
$ cat ./run.sh
#!/bin/bash
# OpenROAD 26Q1-2900-gdf79404cd8, Yosys 0.63+post, stock flow scripts
make -C /OpenROAD-flow-scripts/flow DESIGN_CONFIG=/design/flow/config.mk WORK_HOME=/design/flow/orfs finish
==> flow_metrics.tcl <==
# flow metrics
set metrics [dict create \
    r2r_setup_slack_ns 3.15 \
    post-route-util 0.197 \
    final_common_cell "dfrtp_1" \
    cp_max_fo 5 \
    io_pins 12 \
    first_global_vias 1051 \
    drv_cap 0 \
    clk_latency_ns 0.28 \
    grt-ovfl-total 0 \
    finalCritPeriodShare 0.585 \
    clkSlewWorstSetupHoldPaths_ns 0.06 \
    via_per_inst 3.70 \
    core_area_mm2 0.00964 \
    crit_chain "inv_1 > ha_1 > and4bb_1 > nand4_1 > nor2_1 > clkdlybuf4s50_1" \
    holdWs_ns 0.467 \
    edf_count 0 \
    largest_register_ffs 11 \
    syn-mean-instance-area_um2 10.8 \
    area_growth_pct 21.8 \
    flop_cell "dfrtp_1" \
    fin_worst_skew_ns 0.00376 \
    power_leakage_nw 0.839 \
    nFillCells 1060 \
    setup_viol 0 \
    endpoint_kind "output pin" \
    startpoint_type "register" \
    netlist_area_mm2 0.00156 \
    arrival_ns 1.96 \
    timing.fmax_ghz 0.335 \
    io_buffers 11 \
    yosys_warnings 3 \
    drcViolationCount 0 \
    yosysUniqueCellTypes 37 \
    warnings 26 \
    seq_area_um2 752 \
    cp_slowest_cell "clkdlybuf4s50_1" \
    timing.final.crit_period_ns 2.98 \
    cts_tree "built" \
    peakVddDrop_mv 0.0932 \
    critPathKind "reg -> out" \
    tightest_slew_ns 0.451 \
    cts_resized 0 \
    cp.required_ns 4.08 \
    async_reset_ff_frac 1.00 \
    dr.first_iter.drc_count 65 \
    place_congestion 0.782 \
    yosys_area_mm2 0.00156 \
    cts-root-buf "clkbuf_8" \
    rsz0062_at_grt "false" \
    drive_above_1_share 0.119 \
    max_slew_margin 0.698 \
    grt_pass1_wl_um 4840 \
    ant_nets 0 \
    postCtsSetupRepairBufs 0 \
    fp.dieH_um 119 \
    crit_buf_inv 2 \
    cts_htree_levels 2 \
    wl_per_cell_um 9.46 \
    ys_seq_share 0.482 \
    path_delay_family "simple AND/OR/NAND/NOR gates" \
    rows 36 \
    drt-pass1-iter-count 4 \
    cts_sinks 30 \
    comb_area_um2 748 \
    status "finished clean" \
    initCoreUtil 0.162 \
    ys_ff 30 \
    setup_tns_ns 0 \
    grt_max_degree 31 \
    dpl.hpwl_um 1940 \
    hold_viol 0 \
    die-area_mm2 0.0142 \
    num_antenna_cells 0 \
    crit_path_max_incr_delay_ns 0.48 \
    ys_cells 144 \
    grt_usage 0.0387 \
    via_count 1079 \
    grt_antenna_before_repair 0 \
    drv_slew 0 \
    postRouteWirelength_um 2760 \
    power.density_mw_per_mm2 232 \
    hp-class "reg -> reg" \
    cts_hold_buffers 0 \
    chipWidth_um 119 \
    mostFrequentLayoutCells "29 x dfrtp_1, 15 x nand2_1, 14 x nor2_1" \
    numCtsBuffers 5 \
    cts_buffer_depth 2 \
    syn_inst 144 \
]
[final timing paths]
path                                         start                   end  cells after the start
min in group asynchronous                  reset_n      rx_inst.b_reg[0]                      2
worst max register to register   baud_gen.Q_reg[0]      rx_inst.n_reg[2]                      6
worst min-delay path            baud_gen.Q_reg[10]    baud_gen.Q_reg[10]                      1
max in group asynchronous                  reset_n  rx_inst.state_reg[0]                      2
worst min register to register  baud_gen.Q_reg[10]    baud_gen.Q_reg[10]                      1
worst max-delay path             baud_gen.Q_reg[0]          rx_done_tick                      6
[stage by stage]
| stage | worst slack [ns] | power, mW | std cells | area, um^2 |
|---|---|---|---|---|
| final | 2.12 | 0.440 | 292 | 1900 |
| after global routing | 1.92 | 0.461 | 292 | 1900 |
| after CTS | 2.08 | 0.449 | 292 | 1900 |
| after detailed placement | 2.40 | 0.252 | 284 | 1810 |
| after global placement | 2.42 | 0.252 | 284 | 1810 |
| after floorplan | 3.02 | 0.244 | 144 | 1560 |
[kinds of logic after synthesis]
family / Yosys count / share of synthesized area
AND-OR/OR-AND: 20 / 0.0889
adder cells (fa/ha/maj): 5 / 0.0401
flip-flops: 30 / 0.482
buffers and inverters: 12 / 0.0393
AND/OR/NAND/NOR: 57 / 0.204
XOR/XNOR: 9 / 0.0505
multiplexers: 11 / 0.0962
[cell type report]
class | count | share of cell area
inverter | 7 | 0.0138
sequential | 30 | 0.395
clock inverter | 1 | 0.00263
multi-input combinational | 102 | 0.393
clock buffer | 7 | 0.0454
tap | 133 | 0.0875
timing repair buffer | 12 | 0.0618
[layer usage]
metal	vias up	wire length (um)	global-route usage	part of all wire
li1	536	-	-	-
met1	515	1350	0.0511	0.49
met2	19	1190	0.0622	0.43
met3	9	151	0.0106	0.055
met4	0	70	0.00840	0.025
met5	-	0	0	0
[where the power goes]
group          leakage (nW)  total [mW]  switching (mW)  internal (mW)
Sequential            0.383       0.239        0.000349          0.239
Combinational         0.409     0.00800         0.00497        0.00303
Clock                0.0482       0.194          0.0850          0.109
Total                 0.839       0.440          0.0904          0.350
[Yosys cell counts, drive strengths merged, types with 3 or more instances]
cell   instances  area, um^2
mux2i          3        30.0
inv            7        26.3
buf            3        27.5
nand4          4        31.3
xnor2          6        52.6
xor2           3        26.3
o21ai          7        35.0
nand2         15        56.3
nor2          14        52.6
nand3          5        25.0
mux2           8         120
ha             5        62.6
and3           4        25.0
a221o          3        30.0
dfrtp         29         726
nor3           4        20.0
Power and IR drop assume default switching activity.
